==> design.v <==
`timescale 1ns / 1ps
module Mod_Add_Sub #(
    parameter DATA_WIDTH = 256
)(
    input   logic                        i_clk      ,
    input   logic                        i_rst_n    ,
    input   logic                        i_op_sel   ,
    input   logic   [DATA_WIDTH - 1 : 0] i_a        ,
    input   logic   [DATA_WIDTH - 1 : 0] i_b        ,
    input   logic   [DATA_WIDTH - 1 : 0] i_p        ,
    output  logic   [DATA_WIDTH - 1 : 0] o_sum 
    );
    logic cout_1, cout_1_reg_1, cout_1_reg_2, cout_2, cout_2_reg, c_in, c_in_2;
    logic [DATA_WIDTH - 1 : 0] S1, S1_reg, S1_reg_2, S2, S2_reg;
    logic [DATA_WIDTH - 1 : 0] a_reg, b_reg, p_reg_1, p_reg_2, b_MUX_out, p_MUX_out;
    assign b_MUX_out = (i_op_sel == 1'b0) ? i_b : ~i_b;                                 
    assign p_MUX_out = (i_op_sel == 1'b0) ? i_p : ~i_p;                                 
    always_ff @(posedge i_clk or negedge i_rst_n )
    begin
        if (!i_rst_n)
        begin
            o_sum        <= 'b0;
            a_reg        <= 'b0;
            b_reg        <= 'b0;
            p_reg_1      <= 'b0;
            p_reg_2      <= 'b0;
            c_in         <= 'b0;
            c_in_2       <= 'b0;
            S1_reg       <= 'b0;
            S1_reg_2     <= 'b0;
            S2_reg       <= 'b0;
            cout_1_reg_1 <= 'b0;
            cout_1_reg_2 <= 'b0;
            cout_2_reg   <= 'b0;
        end
        else
        begin
            a_reg   	 <= i_a         ;
            b_reg   	 <= b_MUX_out   ;
            p_reg_1 	 <= p_MUX_out   ; 
            c_in    	 <= i_op_sel    ;           
            c_in_2  	 <= ~c_in       ;  
            S1_reg  	 <= S1          ;
            S1_reg_2     <= S1_reg      ;
            S2_reg  	 <= S2          ;
            cout_1_reg_1 <= cout_1		;
            cout_1_reg_2 <= cout_1_reg_1;
            cout_2_reg   <= cout_2		;
            if(i_op_sel == 1'b0) 
            begin
                p_reg_2 <= ~p_reg_1;
                if(cout_1_reg_2 | cout_2_reg)
                begin
                    o_sum <= S2_reg;
                end
                else
                begin
                    o_sum <= S1_reg_2;          
                end
            end
            else
            begin
                p_reg_2 <= p_reg_1;
                if(cout_1_reg_2)
                begin
                    o_sum <= S1_reg_2;
                end
                else
                begin
                    o_sum <= S2_reg;
                end
            end
        end
    end 
carry_look_ahead_adder #(
            .DATA_WIDTH(DATA_WIDTH)
        ) ADDER_1 (
            .in_1	(a_reg  ),
            .in_2	(b_reg  ),
            .c_in	(c_in   ),
            .o_Sum	(S1     ),
            .c_out	(cout_1 )
);
carry_look_ahead_adder #(
            .DATA_WIDTH(DATA_WIDTH)
        ) ADDER_2 (
            .in_1	(S1_reg  ),
            .in_2	(p_reg_2 ),
            .c_in	(c_in_2  ),
            .o_Sum	(S2      ),
            .c_out	(cout_2  )
);
endmodule
`timescale 1ns / 1ps
module carry_look_ahead_adder #(
	parameter DATA_WIDTH = 256
)(
	input  logic [DATA_WIDTH - 1 : 0] in_1,
    input  logic [DATA_WIDTH - 1 : 0] in_2,
	input  logic 					  c_in,
    output logic [DATA_WIDTH - 1 : 0] o_Sum,
	output logic 					  c_out
);
logic [DATA_WIDTH - 1 : 0] G, P, C;
always_comb
begin
	for(int i = 0; i < 256; i++)
	begin
		G[i] = in_1[i] & in_2[i];
		P[i] = in_1[i] ^ in_2[i];
		if (i == 0)
		begin
			C[i] = G[i] | (P[i] & c_in);
			o_Sum[i] = P[i] ^ c_in;
		end
		else
		begin
			C[i] = G[i] | (P[i] & C[i-1]);
			o_Sum[i] = P[i] ^ C[i-1];
		end
	end
end
assign c_out = C[DATA_WIDTH - 1];
endmodule
==> run.sh <==
#!/bin/bash
# OpenROAD 26Q1-2900-gdf79404cd8, Yosys 0.63+post, stock flow scripts
make -C /OpenROAD-flow-scripts/flow DESIGN_CONFIG=/design/flow/config.mk WORK_HOME=/design/flow/orfs finish
==> config.mk <==
export PLATFORM = sky130hd
export DESIGN_NAME = Mod_Add_Sub
export DESIGN_NICKNAME = Mod_Add_Sub
export VERILOG_FILES = /design/flow/design.v
export SDC_FILE = /design/flow/constraint.sdc
export NUM_CORES = 4
export LEC_CHECK = 1
export CORE_UTILIZATION = 40
==> constraint.sdc <==
current_design Mod_Add_Sub

set clk_period 201.7
set clk_io_pct 0.2

create_clock -name clk0 -period $clk_period [get_ports {i_clk}]

set non_clock_inputs [all_inputs -no_clocks]
set_input_delay [expr $clk_period * $clk_io_pct] -clock clk0 $non_clock_inputs
set_output_delay [expr $clk_period * $clk_io_pct] -clock clk0 [all_outputs]
==> flow_metrics.tcl <==
# yosys + openroad results
set metrics [dict create \
    critical_path.startpoint_type "flop" \
    synthFlopType "sky130_fd_sc_hd__dfrtp_1" \
    cts_max_path_buffers 3 \
    die_area_um2 184000 \
    async_reset_ff_share_pct 100 \
    result_of_the_run "completed" \
    synthesis.area_um2 72900 \
    gr-usage-met2_pct 32.6 \
    post_cts_buffers 0 \
    final-hold-violation-count 0 \
    postSynthAreaPerCell_um2 19.6 \
    grt_max_degree 130 \
    whs_path_depth 0 \
    crit_fanout 2 \
    dpl.cell_count 7062 \
    netlist-cell-type-count 14 \
    use_met3_pct 6.76 \
    cts.htree.levels 4 \
    slew_violations 0 \
    synth-cells-yosys 3725 \
    critPathArrivalTime_ns 121.02 \
    top_usage_layer "met2" \
    hold_path_startpoint "cout_1_reg_1$_DFF_PN0_" \
    synth.yosys.seq_area_share_pct 70.5 \
    power_density_nw_per_um2 12.7 \
    wl_um 169000 \
    via_per_inst 4.33 \
    power.static_leakage_uw 0.0402 \
    post_synthesis_cell_type_with_the_largest_combined_area "sky130_fd_sc_hd__dfrtp_1" \
    core_um2 181000 \
    post-dp-hpwl_um 129000 \
    setup.reg_to_reg.worst_slack_ns 81.44 \
    overflow_left_after_global_routing 0 \
    worstRegToRegCells 260 \
    grt_antenna_before_repair 107 \
    clock_sinks 2053 \
    total_area_of_multi_input_combinational_cells_um2 20600 \
    timing.setup.critical_path_class "reg -> reg" \
    synth.most_common_cell "sky130_fd_sc_hd__dfrtp_1" \
    r2r-end "S1_reg[255]$_DFF_PN0_" \
    cts.reportedPaths.clkPinSlew_ns 0.06 \
    vias 32394 \
    place.port_buffers 1026 \
    number_of_max_capacitance_violations_reported 0 \
    routedWlPerCell_um 22.6 \
    post_route_ant_nets 0 \
    synth-area-yosys_um2 72900 \
    grt.met1_usage_pct 26.7 \
    synth.top_cells.by_area "sky130_fd_sc_hd__dfrtp_1 (71%), sky130_fd_sc_hd__fa_1 (14%), sky130_fd_sc_hd__xor2_1 (6.2%)" \
    worst_ep_required_time_ns 202.46 \
    fillers 14445 \
    final.min_clock_period_ns 120.26 \
    cpPeakStageDelay_ns 0.59 \
    warnings 50 \
    post_synth_edffs 0 \
    min-delay-path-class "reg -> reg" \
    vias_in_the_first_global_route 37201 \
    worstHoldEndpoint "cout_1_reg_2$_DFF_PN0_" \
    syn-instance-count 3725 \
    cts_tree "built" \
    fmax_ghz 0.00832 \
    detail_route.iter0.violations 1433 \
    top_area_share_pct 70.5 \
    drt_drc_violations_left 0 \
    slew-limit-headroom_pct 48.2 \
    detail_route.first_pass.iterations 4 \
    gpl.final_weighted_congestion 0.956 \
    ir_worst_vdd_mv 0.00806 \
    common_cells "sky130_fd_sc_hd__dfrtp_1 (2053), sky130_fd_sc_hd__fa_1 (512), sky130_fd_sc_hd__xor2_1 (512), sky130_fd_sc_hd__xnor2_1 (256), sky130_fd_sc_hd__mux2_4 (200)" \
    gr-usage-all-layers_pct 20.3 \
    ctsHoldBuffers 0 \
    synth-seq-cells 2053 \
    timing.clock.skew_ns 0.0511 \
    crit_slowest_cell "sky130_fd_sc_hd__fa_1" \
    yosysWarningCount 2 \
    layout-drive-gt1-share_pct 11.9 \
    boundaryPins 1027 \
    timing.setup.tns_ns 0 \
    worst_tran_pin_value_ns 0.778 \
    wire_length_of_the_first_global_routing_pass_um 251000 \
    finish.cell_count_without_fillers 7480 \
    syn_to_final_growth_pct 27.5 \
    fp_util_pct 40.3 \
    critPathMostFrequentCell "sky130_fd_sc_hd__fa_1" \
    rsz0062_at_grt "false" \
    tritoncts.num_buffers 206 \
    finalSetupViolations 0 \
    die_w_um 429 \
    critPathCaptureType "flop" \
    ctsResizeCount 0 \
    clock-root-buffer "sky130_fd_sc_hd__clkbuf_16" \
    register_area_um2 51400 \
    fin_crit_sh_pct 59.6 \
    clkLatencyLatePin_ns 0.84 \
    reg2reg_from "c_in$_DFF_PN0_" \
    core.rowCount 156 \
    chipHeight_um 429 \
]
where the power goes:
part           internal (uW)  switching, uW  leakage [uW]
clock                    225            156       0.00342
combinational            139           96.2        0.0129
sequential               519           46.1        0.0239
total                    884            299        0.0402
worst max-delay path by stage:
stage,startpoint,end,depth (start not counted)
CTS,c_in_2$_DFF_PN0_,S2_reg[255]$_DFF_PN0_,260
global route,c_in$_DFF_PN0_,S1_reg[255]$_DFF_PN0_,260
finish,c_in$_DFF_PN0_,S1_reg[255]$_DFF_PN0_,260
cell families (layout without fill, tap and decap cells):
logic type               Yosys count  count (layout)  share of synthesized area, %
XOR/XNOR                         768             768                          9.23
other                              0              47                             0
flip-flops                      2053            2053                          70.5
AND-OR/OR-AND                      1               1                        0.0120
multiplexers                     256             256                          4.99
adder cells (fa/ha/maj)          512             512                          14.1
AND/OR/NAND/NOR                    1               1                        0.0223
buffers and inverters            134            1472                          1.16
placed cells by master, fill, tap and decap left out:
| cell type | count |
|---|---|
| sky130_fd_sc_hd__clkdlybuf4s50_1 | 1024 |
| sky130_fd_sc_hd__clkbuf_16 | 209 |
| sky130_fd_sc_hd__buf_16 | 1 |
| sky130_fd_sc_hd__diode_2 | 47 |
| sky130_fd_sc_hd__clkbuf_1 | 41 |
| sky130_fd_sc_hd__mux2_1 | 40 |
| sky130_fd_sc_hd__inv_6 | 4 |
| sky130_fd_sc_hd__clkinv_2 | 29 |
| sky130_fd_sc_hd__dfrtp_1 | 2053 |
| sky130_fd_sc_hd__buf_12 | 7 |
| sky130_fd_sc_hd__mux2_4 | 200 |
| sky130_fd_sc_hd__bufinv_16 | 10 |
| sky130_fd_sc_hd__inv_1 | 20 |
| sky130_fd_sc_hd__clkinvlp_4 | 4 |
| sky130_fd_sc_hd__xor2_1 | 512 |
| sky130_fd_sc_hd__clkbuf_8 | 61 |
| sky130_fd_sc_hd__clkinv_16 | 3 |
| sky130_fd_sc_hd__mux2_2 | 16 |
| sky130_fd_sc_hd__xnor2_1 | 256 |
| sky130_fd_sc_hd__clkinv_8 | 4 |
| sky130_fd_sc_hd__fa_1 | 512 |
| sky130_fd_sc_hd__nor3_4 | 1 |
| sky130_fd_sc_hd__buf_8 | 1 |
| sky130_fd_sc_hd__buf_4 | 48 |
| sky130_fd_sc_hd__clkinv_4 | 6 |
| sky130_fd_sc_hd__a21oi_4 | 1 |
critical path, delay by kind of cell (launching register included):
kind	cells	cell delay, ns
fa+ha+maj	256	119.64
flops	1	0.35
buf+inv	4	0.30
cell type report:
cell class	instances	area share [%]
Sequential cell	2053	55.3
Multi-Input combinational cell	1538	22.2
Timing Repair Buffer	1081	11.6
Clock buffer	311	6.70
Tap cell	2370	3.19
Clock inverter	60	0.773
Antenna cell	47	0.127
Inverter	20	0.0808
through the flow:
stage          area (um^2)  hold slack, ns  worst slack, ns  total power [uW]  util, %
2_1_floorplan        72900           0.331            85.42               668        -
3_3_place_gp         85800           0.337            80.79               813     47.5
3_5_place_dp         85800           0.347            80.52               816     47.5
4_1_cts              92800           0.362            79.98              1210     51.3
5_1_grt              92900           0.381            76.93              1250     51.4
6_report             92900           0.363            81.44              1180     51.4
per-layer routing:
metal	vias to the layer above	share of wire [%]
li1	13977	-
met1	17073	35
met2	833	52
met3	435	7.7
met4	76	5.4
met5	-	0.26
Power figures rest on the tool's default switching activity, not on a simulated workload.
